File: flow/design.v
module regs(
    input wire clk,
    input wire rst_,
    input wire we_i,
    input wire[4:0] waddr_i,
    input wire[31:0] wdata_i,
    input wire[4:0] raddr1_i,
    input wire[4:0] raddr2_i,
    output reg[31:0] rdata1_o,
    output reg[31:0] rdata2_o
);
reg[31:0] regs[0:31];
always @ (posedge clk) begin
    if (rst_ == 1'b1 && we_i == 1'b1 && waddr_i != 5'h0) begin
        regs[waddr_i] <= wdata_i;
    end
end
always @ (*) begin
    if (raddr1_i == 5'h0) begin
        rdata1_o = 32'h0;
    end else if (raddr1_i == waddr_i && we_i == 1'b1) begin
        rdata1_o = wdata_i;
    end else begin
        rdata1_o = regs[raddr1_i];
    end
end
always @ (*) begin
    if (raddr2_i == 5'h0) begin
        rdata2_o = 32'h0;
    end else if (raddr2_i == waddr_i && we_i == 1'b1) begin
        rdata2_o = wdata_i;
    end else begin
        rdata2_o = regs[raddr2_i];
    end
end
endmodule
File: flow/constraint.sdc
current_design regs

set clk_period 6.6
set clk_io_pct 0.2

create_clock -name clk0 -period $clk_period [get_ports {clk}]

set non_clock_inputs [all_inputs -no_clocks]
set_input_delay [expr $clk_period * $clk_io_pct] -clock clk0 $non_clock_inputs
set_output_delay [expr $clk_period * $clk_io_pct] -clock clk0 [all_outputs]
File: flow/run.sh
#!/bin/bash
# OpenROAD 26Q1-2900-gdf79404cd8, Yosys 0.63+post, stock flow scripts
make -C /OpenROAD-flow-scripts/flow DESIGN_CONFIG=/design/flow/config.mk WORK_HOME=/design/flow/orfs finish
File: flow/config.mk
export PLATFORM = sky130hd
export DESIGN_NAME = regs
export DESIGN_NICKNAME = regs
export VERILOG_FILES = /design/flow/design.v
export SDC_FILE = /design/flow/constraint.sdc
export NUM_CORES = 4
export LEC_CHECK = 1
export CORE_UTILIZATION = 30
==> impl_metrics.env <==
# source this file to load flow results
export IMPL_post_cts_repair_setup_buffers=0
export IMPL_syn_avg_cell_area_um2=18.5
export IMPL_syn_area_um2=48400
export IMPL_core_area_um2=160000
export IMPL_peakVddDrop_v=0.000227
export IMPL_common_cells="edfxtp_1, mux4_2, mux2i_1"
export IMPL_overflow=0
export IMPL_largest_area_cell="edfxtp_1"
export IMPL_wl_um=160000
export IMPL_ys_seq_share_pct=63.6
export IMPL_finalClockPeriodUsage_pct=93.3
export IMPL_worst_pin_slew_ns=0.922
export IMPL_final_hold_violation_count=0
export IMPL_period_minus_slack_ns=6.15
export IMPL_slew_violations=0
export IMPL_nFillCells=14929
export IMPL_met2_usage_pct=31.6
export IMPL_max_cap_viol_count=0
export IMPL_routedWlPerCell_um=31.6
export IMPL_yosys_warnings=1
export IMPL_ff_type="edfxtp_1"
export IMPL_htreeDepth=3
export IMPL_clock_sinks=1024
export IMPL_drc=0
export IMPL_crit_chain="buf_6 -> and3b_1 -> buf_4 -> a221oi_1 -> o221a_2 -> nor4_1 -> nor2_1 -> clkdlybuf4s50_1"
export IMPL_yosysTopAreaCellShare_pct=63.6
export IMPL_fmaxAchievable_mhz=162
export IMPL_grt_start_max_net_pins=95
export IMPL_reg_top3="regs (1024)"
export IMPL_chip_area_um2=163000
export IMPL_rsz0062_at_grt="false"
export IMPL_cts_resized=0
export IMPL_edf_count=1024
export IMPL_yosysChipArea_um2=48400
export IMPL_synthArstFlopShare_pct=0
export IMPL_cts_root_buf="clkbuf_16"
export IMPL_setup_viol=0
export IMPL_crit_fanout=44
export IMPL_ys_cells=2616
export IMPL_cp_end_kind="output pin"
export IMPL_cts_max_path_buffers=3
export IMPL_cts_hold_fix_buffers=0
export IMPL_dp_slack_ns=0.566
export IMPL_ant_nets=0
export IMPL_cpMaxStageDelayCell="and3b_1"
export IMPL_min_to="regs[8][26]"
export IMPL_drive_gt1_share_pct=26.7
export IMPL_grt_use_met1_pct=22.7
export IMPL_most_common_cell="edfxtp_1"
export IMPL_cts_buffers_inserted=105
export IMPL_ys_top_cells_by_area="edfxtp_1, mux4_2, mux2i_1"
export IMPL_crit_required_ns=5.28
export IMPL_path_clk_slew_ns=0.06
export IMPL_vias=28595
export IMPL_die_w_um=404
export IMPL_grt_pass1_wl_um=226000
export IMPL_drtIter0Drc=2059
export IMPL_area_growth_synth_to_final_pct=16.3
export IMPL_place_gp_congestion=0.886
export IMPL_hp_start="wdata_i[26]"
export IMPL_core_util_floorplan_pct=30.2
export IMPL_crit_arrival_ns=4.83
export IMPL_synth_cell_types=67
export IMPL_grt_use_total_pct=21.0
export IMPL_firstDrtPassIters=5
export IMPL_crit_type="input port to output pin"
export IMPL_rows=147
export IMPL_place_hpwl_um=95300
export IMPL_largest_register_ffs=1024
export IMPL_vias_per_cell=5.65
export IMPL_finalCoreUtilization_pct=35.1
export IMPL_tns_ns=0
export IMPL_cts_tree="yes"
export IMPL_use_met3_pct=16.8
export IMPL_numPortBuffers=113
export IMPL_die_h_um=404
export IMPL_synthCells=2616
export IMPL_max_slew_margin_rel_pct=38.4
export IMPL_grt_busiest_layer="met2"
export IMPL_holdPathStages=2
export IMPL_antenna_found_initial=9
export IMPL_critPathMaxStageDelay_ns=0.81
export IMPL_io_pins=114
export IMPL_fin_ws_ns=0.445
export IMPL_warnings=26
export IMPL_leakagePower_nw=17.9
export IMPL_powerDensity_nw_per_um2=261
export IMPL_hold_class="input port to flip-flop"
export IMPL_regMostFlops="regs"
export IMPL_startpoint_type="input port"
export IMPL_outcome="completed"
export IMPL_first_global_vias=30925
export IMPL_numSynthFlops=1024
-- worst max path at each step --
stage	start	cells after the start	end
final	raddr2_i[2]	8	rdata2_o[20]
after global routing	raddr2_i[0]	8	rdata2_o[20]
after CTS	raddr2_i[0]	8	rdata2_o[20]
-- critical path, delay by kind of cell --
family	cells	cell delay, ns
buffers and inverters	3	1.29
AOI/OAI and AO/OA	2	0.28
and+or+nand+nor	3	1.87
-- cell families after synthesis --
kind of cell           count (synthesis)  share of synthesized area [%]
AND/OR/NAND/NOR                      216                           2.26
multiplexers                         671                           24.0
flip-flops                          1024                           63.6
other                                  1                        0.00775
AND-OR/OR-AND                        474                           7.18
XOR/XNOR                              10                          0.181
buffers and inverters                220                           2.79
-- through the flow --
step	cells	power (mW)	area (um2)	hold WS, ns
floorplan	2647	8.12	48500	1.42
global placement	4870	8.75	52800	2.17
CTS	5057	14.7	56300	1.41
detailed placement	4870	8.74	52800	2.17
finish	5059	14.7	56300	1.43
global route	5059	15.0	56300	1.47
-- power breakdown --
part	total, mW	leakage (nW)	switching (mW)	internal (mW)
Clock	6.05	1.66	2.51	3.54
Combinational	1.37	7.03	0.784	0.585
Sequential	7.24	9.24	0.0234	7.22
Total	14.7	17.9	3.32	11.3
-- cells in the final DEF, fill, tap and decap left out, drive strengths merged, types with 9 or more instances in the layout --
master / n
a211oi: 27
o22ai: 43
a221oi: 48
conb: 32
mux2: 27
buf: 176
clkbuf: 130
a22o: 32
a21oi: 69
mux4: 383
a2111oi: 17
clkdlybuf4s50: 103
mux2i: 261
clkinv: 35
nor2b: 14
xnor2: 10
nor3b: 13
a311oi: 9
a22oi: 80
o221ai: 27
o21ai: 51
a221o: 21
edfxtp: 1024
nand2: 53
bufinv: 14
nand3: 23
nor2: 62
-- final cells by class --
cell class	instances	area [um2]	area share [%]
inverter	4	15.0	0.0267
tap	2160	2700	4.80
timing repair buffer	279	2640	4.69
clock buffer	130	2810	4.99
multi-input combinational	1403	16700	29.7
antenna	2	5.00	0.00889
sequential	1024	30700	54.6
clock inverter	57	643	1.14
-- per-layer routing --
| metal | vias up | wire length [um] |
|---|---|---|
| met4 | 24 | 5410 |
| met2 | 2115 | 74600 |
| met5 | - | 441 |
| met3 | 325 | 28500 |
| li1 | 11686 | - |
| met1 | 14445 | 50900 |
Power and IR drop assume default switching activity.
