==> flow/design.v <==
module pcreg(
    input wire clk,
    input wire rst_,
    input wire jump_flag_i,
    input wire[31:0] jump_addr_i,
    output reg[31:0] pc_o
);
always @ (posedge clk) begin
    if (rst_ == 1'b0) begin
        pc_o <= 32'h0;
    end else if (jump_flag_i == 1'b1) begin
        pc_o <= jump_addr_i;
    end else begin
        pc_o <= pc_o + 4'h4;
    end
end
endmodule
==> flow/run.sh <==
#!/bin/bash
# OpenROAD 26Q1-2900-gdf79404cd8, Yosys 0.63+post, stock flow scripts
make -C /OpenROAD-flow-scripts/flow DESIGN_CONFIG=/design/flow/config.mk WORK_HOME=/design/flow/orfs finish
==> flow/config.mk <==
export PLATFORM = sky130hd
export DESIGN_NAME = pcreg
export DESIGN_NICKNAME = pcreg
export VERILOG_FILES = /design/flow/design.v
export SDC_FILE = /design/flow/constraint.sdc
export NUM_CORES = 4
export LEC_CHECK = 1
export CORE_AREA = 10 10 112 112
export DIE_AREA = 0 0 122 122
==> flow/constraint.sdc <==
current_design pcreg

set clk_period 5.2
set clk_io_pct 0.2

create_clock -name clk0 -period $clk_period [get_ports {clk}]

set non_clock_inputs [all_inputs -no_clocks]
set_input_delay [expr $clk_period * $clk_io_pct] -clock clk0 $non_clock_inputs
set_output_delay [expr $clk_period * $clk_io_pct] -clock clk0 [all_outputs]
==> impl_metrics.toml <==
# physical design summary
[power_and_ir_drop]
net-switching-power_uw = 147.7
switching_share = 0.2600
power.internal_uw = 420.5
power_frac_comb = 0.179
clockPowerShare = 0.317
share_seq_of_total_power = 0.504
power-per-cell-area_nw_per_um2 = 224.5
power.leakage_nw = 0.7914
maximum_vdd_drop_v = 0.00009545

[cts]
post_cts_buffers = 0
maximum_buffer_depth_of_the_clock_tree = 2
ctsRootBufferMaster = "sky130_fd_sc_hd__clkbuf_8"
tritoncts.num_buffers = 5
clock_tree.htree_level_count = 2
cts_tree = "done"
cts-hold-fix-buffers = 0
clk_pin_slew_worst_paths_ps = 60
clk_latency_ps = 290
tritoncts_num_sinks = 32
postcts_resize_cnt = 0

[setup_path]
crit_path_cell_trace = "clkdlybuf4s50_1 > inv_1 > buf_4 > nand4_1 > or4_1 > and3_1"
critPathKind = "primary input to register"
required_ps = 5380
reg2reg_depth = 5
worst_r2r_endpoint = "pc_o[22]"
type_of_element_launching_the_critical_path = "primary input"
r2r_start = "pc_o[2]"
critPathMaxStageDelay_ps = 650
cp.arrival_ps = 3230
cpMaxStageDelayCell = "sky130_fd_sc_hd__clkdlybuf4s50_1"
setup.reg_to_reg.worst_slack_ps = 2910
critical_path.max_fanout = 35
timing.critical_path.to_type = "register"

[global_routing]
grt_pass1_wl_mm = 9.342
grt_start_max_net_pins = 36
gr-usage-met3 = 0.03803
number_of_antenna_violations_at_the_first_check_in_global_routing = 0
top_usage_layer = "met2"
grt_remaining_overflow = 0
globalRouteMet2Util = 0.1191
gr-usage-met1 = 0.1014
via_count_of_the_first_global_routing_pass = 1707
grt_util_all_layers = 0.07817

[cells_and_area]
layout.core_utilization = 0.2474
final.fill_count = 1058
layout-drive-gt1-share = 0.03396
registers.top_by_ff_count = "pc_o"
biggestRegsByFlops = "pc_o (32)"
fin_cells = 401
area.combinational_um2 = 948.4
area_growth_from_synthesis_to_final_layout_pct = 51.20
final-seq-area_um2 = 640.6
largest_register_ff_count = 32

[timing]
rsz0062_at_grt = "no"
finalSetupTns_ps = 0
hold_slack_ps = 506.8
fmax_mhz = 327.7
layout_min_cycle_time_ps = 3052
timing.final.hold_violations = 0
slew-limit-headroom = 0.5193
finalClockSkew_ps = 9.916
tightestPinTransition_ps = 718.8
final_clock_period_utilization_by_the_worst_path = 0.5869
final-setup-viol-count = 0
timing_max_transition_violations_final = 0

[synth]
synth.distinct_cells = 27
mappedNetlistArea_um2 = 1674
synthMostInstantiatedCell = "sky130_fd_sc_hd__dfxtp_1"
postSynthRegisterBits = 32
synth-async-reset-ratio = 0
post_synth.cell_area_avg_um2 = 8.166
yosys.stat.seqShare = 0.3827
syn-instance-count = 205
synth-edff-count = 0
ys_chip_area_um2 = 1674
postSynth.topFlopCell = "sky130_fd_sc_hd__dfxtp_1"
synth_top_area_share = 0.3827
synth.yosys.warnings = 1
post_synth_main_area_contributors = "sky130_fd_sc_hd__dfxtp_1 (38%), sky130_fd_sc_hd__o21ai_0 (9.3%), sky130_fd_sc_hd__or4_1 (5.8%)"
post_synth_most_frequent_cells = "sky130_fd_sc_hd__dfxtp_1 (32), sky130_fd_sc_hd__o21ai_0 (31), sky130_fd_sc_hd__a31oi_1 (14), sky130_fd_sc_hd__nor2_1 (14), sky130_fd_sc_hd__or4_1 (13)"
post-synth-top-area-cell = "sky130_fd_sc_hd__dfxtp_1"
synth_stat.cells = 205

[routing]
initialDrtViolationCount = 151
drcViolationCount = 0
detail_route.vias_per_cell = 4.491
antenna_violating_nets_post_route = 0
antenna_cells = 0
detail_route.wl_per_cell_um = 14.74
route.vias.total = 1801
postRouteWirelength_mm = 5.911
detail_route.first_pass.iterations = 4

[hold_path]
hold_path_class = "register to register"
hold-path-cell-count = 2
hold-path-endpoint = "pc_o[0]"
worst_hold_startpoint = "pc_o[0]"

[floorplan]
num_io_pins = 67
fp.dieW_um = 122
fp.dieH_um = 122
chip_area_um2 = 14880
placement_rows = 37
initial_utilization = 0.1636
core_area_um2 = 10230

[run]
timing.max_cap.violations = 0
tool_warnings = 25

[placed_design]
post-dp-hpwl_mm = 4.524
port_buffers = 66
placed_cells = 394
routabilityCongestion = 0.8125

[outcome]
run_status = "finished, final reports clean"
[worst max-delay path, delay by kind of cell]
family                 cells  cell delay, ps
AND/OR/NAND/NOR            3             650
buffers and inverters      3            1530
[power by group through the flow]
stage / registers [mW] / logic [mW] / clock network (mW)
4_1_cts: 0.286 / 0.104 / 0.184
6_report: 0.286 / 0.102 / 0.180
5_1_grt: 0.289 / 0.114 / 0.196
[cell type report]
type,instances,area share
Multi-Input combinational cell,152,0.3747
Clock inverter,1,0.001977
Inverter,7,0.01038
Sequential cell,32,0.2531
Timing Repair Buffer,67,0.2640
Tap cell,136,0.06723
Clock buffer,6,0.02867
[per-stage QoR]
| step | setup WS, ps | power [mW] | instance area, um^2 |
|---|---|---|---|
| after global placement | 1924 | 0.3942 | 2454 |
| after detailed placement | 1851 | 0.3946 | 2454 |
| after CTS | 2153 | 0.5742 | 2531 |
| after global routing | 1988 | 0.5992 | 2531 |
| final | 2148 | 0.5682 | 2531 |
| after floorplan | 3267 | 0.3191 | 1674 |
[cells in the final DEF, fill, tap and decap left out, drive strengths merged]
master	Yosys	layout
a211oi	2	2
a21oi	7	7
a311oi	4	4
a31oi	14	14
a32oi	1	1
and3	3	3
and4	2	2
buf	4	1
clkbuf	10	6
clkdlybuf4s50	0	66
clkinv	0	1
dfxtp	32	32
ha	1	1
inv	7	7
mux2i	5	5
nand2	7	7
nand3	8	8
nand4	9	9
nor2	14	14
nor3	4	4
o21ai	31	31
o31ai	9	9
or3	10	10
or4	13	13
xnor2	8	8
[layer usage]
| metal | share of wire | up-vias |
|---|---|---|
| met3 | 0.12 | 10 |
| met2 | 0.43 | 64 |
| met5 | 0 | - |
| met4 | 0.014 | 0 |
| li1 | - | 905 |
| met1 | 0.43 | 822 |
[worst max path at each step]
stage	startpoint	to	slack, ps
6_report	jump_flag_i	pc_o[31]	2150
5_1_grt	jump_flag_i	pc_o[31]	1990
4_1_cts	jump_flag_i	pc_o[31]	2150
[kinds of logic (layout without fill, tap and decap cells)]
| group | count (synthesis) | count (layout) | synth area share |
|---|---|---|---|
| and+or+nand+nor | 70 | 70 | 0.2459 |
| DFF | 32 | 32 | 0.3827 |
| xor gates and xnor gates | 8 | 8 | 0.04186 |
| adders and majority gates | 1 | 1 | 0.007473 |
| buffers and inverters | 21 | 81 | 0.05083 |
| AOI/OAI and AO/OA | 68 | 68 | 0.2414 |
| muxes | 5 | 5 | 0.02990 |
Power and IR drop assume default switching activity.
