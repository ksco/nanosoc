## ./run.sh

```bash
#!/bin/bash
# OpenROAD 26Q1-2900-gdf79404cd8, Yosys 0.63+post, stock flow scripts
make -C /OpenROAD-flow-scripts/flow DESIGN_CONFIG=/design/flow/config.mk WORK_HOME=/design/flow/orfs finish
```

## ./config.mk

```make
export PLATFORM = sky130hd
export DESIGN_NAME = if_id
export DESIGN_NICKNAME = if_id
export VERILOG_FILES = /design/flow/design.v
export SDC_FILE = /design/flow/constraint.sdc
export NUM_CORES = 4
export LEC_CHECK = 1
export CORE_UTILIZATION = 40
```

## ./constraint.sdc

```tcl
current_design if_id

set clk_period 1.0
set clk_io_pct 0.2

create_clock -name clk0 -period $clk_period [get_ports {clk}]

set non_clock_inputs [all_inputs -no_clocks]
set_input_delay [expr $clk_period * $clk_io_pct] -clock clk0 $non_clock_inputs
set_output_delay [expr $clk_period * $clk_io_pct] -clock clk0 [all_outputs]
```

## ./design.v

```verilog
module if_id(
    input wire clk,
    input wire rst_,
    input wire[31:0] inst_i,
    input wire[31:0] inst_addr_i,
    output wire[31:0] inst_o,
    output wire[31:0] inst_addr_o
);
gen_pipe_dff #(32) inst_dff(
    clk,
    rst_,
    32'h00000013  ,
    inst_i,
    inst_o
);
gen_pipe_dff #(32) inst_addr_dff(
    clk,
    rst_,
    32'h0,
    inst_addr_i,
    inst_addr_o
);
endmodule
module gen_pipe_dff #(
    parameter DW = 32
) (
    input wire clk,
    input wire rst_,
    input wire[DW-1:0] default_val,
    input wire[DW-1:0] d_i,
    output wire[DW-1:0] q_o
);
reg[DW-1:0] q_r;
always @ (posedge clk) begin
    if (!rst_) begin
        q_r <= default_val;
    end else begin
        q_r <= d_i;
    end
end
assign q_o = q_r;
endmodule
```

==> run summary <==
On the backend side, the flow ran end to end.

On the final layout, the worst hold slack is between 0.4 and 0.5 ns. The worst-case IR drop observed on VDD is approximately 1.2 mV. The floorplan core area stands at between 4000 and 5000 µm². The synthesized area per cell stands at between 10 and 15 µm². The number of H-tree branching levels stands at 3. The instance area at placement stands at approximately 3200 µm². The clock input transition at the sequential cells of the worst setup and hold paths stands at around 0.06 ns. Per the synthesis report, the number of distinct cell types is 5. The post-synthesis instance area stands at ~1800 µm².

After clock tree synthesis, the setup repair step added 0 buffers. The layout has roughly 310 filler cells. The sequential group share of total power stands at about 55%. The routed design could run at a clock period as short as between 0.9 and 1 ns.

The final route contains roughly 1300 vias. The placement row count stands at 23. The worst setup path is captured at a primary output. The switching power stands at 0.0009624 W. Internal power comes to ~0.004 W.

The count of clock tree sinks stands at 64. The number of design-rule violations left by the first detailed-router iteration stands at 22. Per the hold report, the tightest min-delay path originates at inst_i[4]. The die span in x stands at 68.79 µm. Before antenna repair, the detailed router went through 4 iterations. For this run the detailed placement stage logged an HPWL of 3044 µm. TritonCTS built the clock tree. The max-slew check reports its worst relative slack as just under 90%. The number of antenna violations at the first check in global routing stands at 0. In this run the worst path has a maximum fanout of 1.

The number of vias per cell stands at 4.113. The buffer and inverter count on the worst path stands at 1. Global routing finished with a remaining overflow of 0.

Pin placement for this block handled ~130 I/O pins. Per the timing report, the achievable frequency comes out to 1060 MHz. Input and output buffers added on the ports amount to ~130.

The maximum number of pins on one net before global-route repair stands at 27. The flow ran to the end, and the final reports show no timing, DRC or antenna violations. The post-route antenna net violation count stands at 0. The ratio of final minimum period to clock period stands at between 90 and 100%. The pin slew with the least headroom to its limit stands at about 0.20 ns. Broken down by cell family, the worst path's largest delay share belongs to flip-flops. After layout, the design draws a total of a little under 0.005 W. The global placement routability congestion stands at around 0.75. The CTS buffer count stands at 9. Data on the critical path is required at its endpoint by ~0.80 ns.

The number of global-route vias before repair stands at roughly 1300. The die span in y stands at 68.79 µm. The path class of the tightest hold or removal check is in -> reg.

The power per standard cell area stands at around 1600 nW/µm². The number of cell instances after yosys synthesis stands at 134. Looking at the critical path, the single cell with the biggest stage delay is dfxtp_2. The relative area change from synthesis to final layout stands at 69.78%. In the setup report, the worst path falls into the class reg -> out. The floorplan step defined a die boundary enclosing 4731 µm². The number of max-cap violations stands at 0. The diode insertion count for antenna repair stands at 0. Global routing used 18.59% of the available tracks across all layers. The yosys synthesis warning count stands at 1. The cell area after layout stands at between 3000 and 4000 µm².

In this run the tools logged warnings totalling 26. The final number of hold-violating endpoints stands at 0. The proportion of layout cells with a drive suffix above 1 stands at 50.18%. Before placement the cells fill between 40% and 50% of the core. The power report attributes to the clock group a share of about 35%.

The cell total after placement stands at approximately 310. The signal arrival time at the worst endpoint stands at 0.74 ns. TritonRoute reported its final design rule violation total as 0. The number of instances in the synthesized netlist stands at roughly 130.

The detail-routed net length per standard cell stands at approximately 13 µm. Of the total power, combinational logic draws a little over a tenth. Wires add up to between 4000 and 5000 µm. The first-pass GRT wire length stands at a little over 6000 µm.

CTS placed an instance of clkbuf_8 at the clock tree root. The delay of the slowest cell on the worst path stands at 0.31 ns. The number of standard cells in the final layout excluding fillers stands at approximately 330.

The worst setup path is launched from a flip-flop. Looking at the hold checks, the worst path lands on inst_dff.q_r[4]$_SDFF_PN1_. Setup repair after global routing left no endpoint under its margin. The net switching share of the total power stands at around a fifth. Hold analysis shows the worst path with a depth of 2. The synthesized chip area reported by yosys stands at between 1500 and 2000 µm². The analysis attributes to cell leakage a power of 1.418 nW. Listed in order, past its start point the critical path passes buf_2. The number of storage elements in the synthesis netlist stands at about 64. The final count of pins violating max slew stands at 0. The clock tree buffer depth stands at 2. Per Yosys stat, the portion of area used by sequential elements is approximately 72%.

The number of failing setup endpoints in the final timing report stands at 0.
[per-stage QoR]
step                util, %  setup slack [ns]  setup TNS (ns)
detailed placement    77.11           -0.2602          -15.05
global placement      77.11           -0.2485          -14.05
global route          73.10           0.01195               0
finish                73.10           0.05636               0
floorplan                 -            0.4046               0
CTS                   73.10           0.03695               0
[layout make-up]
cell class / count / area [µm²] / area share, %
timing repair buffer: 134 / 1059 / 34.94
tap: 50 / 62.56 / 2.065
clock buffer: 14 / 142.6 / 4.709
clock inverter: 1 / 5.005 / 0.1652
multi-input combinational: 64 / 473.0 / 15.61
sequential: 64 / 1287 / 42.50
[timing repair]
action,4_1_cts,5_1_grt
gates resized,197,0
endpoints found under the setup margin,64,0
hold buffers,0,0
[registers in the layout (all words and copies together) (netlist names)]
name	cells
inst_addr_dff.q_r	32
inst_dff.q_r	32
[power by group through the flow]
stage     registers, W  logic [W]  clock network (W)
4_1_cts        0.00272   0.000543            0.00178
5_1_grt        0.00273   0.000590            0.00191
6_report       0.00272   0.000533            0.00171
[kinds of logic (layout without fill, tap and decap cells)]
kind of cell | Yosys count | in the layout | synth area share (%)
flops | 64 | 64 | 71.81
simple gates | 64 | 64 | 26.51
buf+inv | 6 | 149 | 1.683
[worst max path at each step]
| stage | startpoint | endpoint | slack, ns | cells past startpoint |
|---|---|---|---|---|
| finish | inst_dff.q_r[30]$_SDFF_PN0_ | inst_o[30] | 0.06 | 1 |
| global route | inst_addr_dff.q_r[3]$_SDFF_PN0_ | inst_addr_o[3] | 0.01 | 1 |
| CTS | inst_dff.q_r[30]$_SDFF_PN0_ | inst_o[30] | 0.04 | 1 |
[routing by layer]
| layer | track usage [%] | wire (µm) |
|---|---|---|
| met1 | 21.83 | 1538 |
| met2 | 30.02 | 1871 |
| met3 | 11.50 | 716 |
| met4 | 2.551 | 53 |
| met5 | 0 | 0 |
[cell usage after synthesis]
library cell	n	area, µm²
and2_2	55	412.9
and2_1	6	37.54
clkbuf_2	6	30.03
or2b_1	3	22.52
dfxtp_1	64	1281
[cells in the final DEF (no fill, tap or decap), drive strengths merged]
cell type,Yosys,final
and2,61,61
clkinv,0,1
or2b,3,3
dfxtp,64,64
clkdlybuf4s50,0,65
buf,0,69
clkbuf,6,14
Power and IR drop assume default switching activity.
